## flow/design.v

```verilog
module npc(
	input [31:0] rs_data,
	input [25:0] full_add,
   input [31:0] oldPC,
	 input [15:0] beq_imm,
	 input  beq_zero,    
    input [1:0] PC_sel,   
    output reg [31:0] newPC
    );
	 always @(oldPC or beq_imm or beq_zero or PC_sel) begin
		case(PC_sel)
			2'b00:	newPC = oldPC + 4;
			2'b01:			
				if(beq_zero == 1) newPC = oldPC + 4 + {{14{beq_imm[15]}},beq_imm[15:0],2'b00}; 
				else newPC = oldPC + 4;	
			2'b10:  
				newPC=rs_data;
			2'b11: 
				newPC={oldPC[31:28],(full_add << 2)};
		endcase		
	 end	 
endmodule
```

## flow/run.sh

```bash
#!/bin/bash
# OpenROAD 26Q1-2900-gdf79404cd8, Yosys 0.63+post, stock flow scripts
make -C /OpenROAD-flow-scripts/flow DESIGN_CONFIG=/design/flow/config.mk WORK_HOME=/design/flow/orfs finish
```

## flow/config.mk

```make
export PLATFORM = sky130hd
export DESIGN_NAME = npc
export DESIGN_NICKNAME = npc
export VERILOG_FILES = /design/flow/design.v
export SDC_FILE = /design/flow/constraint.sdc
export NUM_CORES = 4
export LEC_CHECK = 1
export CORE_UTILIZATION = 50
```

## flow/constraint.sdc

```tcl
current_design npc

set clk_period 15.6
set clk_io_pct 0.2

create_clock -name clk0 -period $clk_period

set non_clock_inputs [all_inputs -no_clocks]
set_input_delay [expr $clk_period * $clk_io_pct] -clock clk0 $non_clock_inputs
set_output_delay [expr $clk_period * $clk_io_pct] -clock clk0 [all_outputs]
```

==> flow_summary.rst <==
Metrics
=======

.. list-table::
   :header-rows: 1

   * - Metric
     - Value
   * - Vias per std cell
     - 5.70
   * - Post-synth seq share
     - 0%
   * - Yosys cell count
     - 429
   * - Warnings, synthesis
     - 1
   * - Global-route track usage on met1
     - 45.4%
   * - Placed instance count
     - 624
   * - Clock period minus worst slack
     - 10.91 ns
   * - Global-route wire length before repair
     - 15100 um
   * - Highest achievable clock rate
     - 91.7 MHz
   * - WP data required
     - 12.48 ns
   * - Met3 Resource Use GR
     - 2.33%
   * - Power density relative to cell area
     - 33.1 nW/um2
   * - Seq. cell area
     - 0 um2
   * - Total die size
     - 6220 um2
   * - Via count of the routed design
     - 3555
   * - Final global-route overflow total
     - 0
   * - Critical Path Start Type
     - input pin
   * - Summed instance area of the synthesized netlist
     - 2960 um2
   * - Die height
     - 78.9 um
   * - Area growth syn-to-layout
     - 48.1%
   * - Post-Synthesis Mean Instance Area
     - 6.89 um2
   * - Max cap viols
     - 0
   * - Number of warnings the tools reported
     - 39
   * - Share of final-layout standard cells stronger than drive strength 1
     - 3.62%
   * - Final wirelength
     - 9210 um
   * - Worst slew margin relative to its limit
     - 45.9%
   * - Combined global-route utilization of all metal layers
     - 29.9%
   * - Clock Buffer Count
     - 0
   * - Post-DR wirelength/cell
     - 14.8 um
   * - Instance count of the mapped netlist
     - 429
   * - Worst min path class
     - input pin to output pin
   * - Antenna violations before repair
     - 0
   * - Worst Path Max Fanout
     - 6
   * - Dominant cells by area after synthesis
     - sky130_fd_sc_hd__ha_1 14%, sky130_fd_sc_hd__mux2i_1 9.5%, sky130_fd_sc_hd__xnor2_1 9.2%
   * - WP data arrival
     - 7.79 ns
   * - Final routed DRC violation total
     - 0
   * - Met2 global-route usage
     - 48.5%
   * - Fraction of the core area occupied by cells at floorplan
     - 52.7%
   * - Placer congestion estimate
     - 0.994
   * - Fin cells
     - 624
   * - Area of the synthesized netlist per yosys stat
     - 2960 um2
   * - Final Setup Violations
     - 0
   * - Fraction of the cycle the final worst path needs
     - 69.9%
   * - Outcome
     - finished clean
   * - Number of post-CTS setup repair buffers
     - 0
   * - Post-route ant nets
     - 0
   * - Leakage power summed over all cells
     - 0.00187 uW
   * - Number of resized instances in the post-cts repair step
     - 0
   * - Critical Path Sink Type
     - output pin
   * - Number of max-slew violations in the final report
     - 0
   * - GRT busiest layer
     - met2
   * - Final hold violation count
     - 0
   * - Largest net degree at the start of global routing
     - 61
   * - Post-cts hold-fix buffer tally
     - 0
   * - Crit. Startpoint
     - oldPC[4]
   * - Placed wire-length estimate after detailed placement
     - 7500 um
   * - Summed negative setup slack over all endpoints
     - 0 ns
   * - Total core area
     - 5610 um2
   * - Maximum ir drop on the vdd rail
     - 0.0183 mV
   * - Layout sequential cell count
     - 0
   * - Slew at the pin closest to its max-slew limit
     - 0.809 ns
   * - Iteration tally of the first detailed-router pass
     - 4
   * - Die width
     - 78.9 um
   * - Capture point of the worst path
     - newPC[31]
   * - Port Buffer Count
     - 139
   * - Highest-count logic cell in the final layout
     - sky130_fd_sc_hd__clkdlybuf4s50_1
   * - Number of standard-cell rows in the floorplan
     - 27
   * - Dominant logic cell types in the final layout
     - 137 x sky130_fd_sc_hd__clkdlybuf4s50_1, 54 x sky130_fd_sc_hd__a21oi_1, 42 x sky130_fd_sc_hd__nand2_1
   * - Unrepaired setup endpoints after global routing
     - false
   * - Count of routing violations after the opening detailed-route iteration
     - 159
   * - Cell taking the most area after synthesis
     - sky130_fd_sc_hd__ha_1
   * - Cell Type Count
     - 57
   * - Vias in the first global route
     - 3250
   * - Boundary pin count
     - 141
   * - # diodes
     - 0
   * - Crit Path Class
     - input pin to output pin
   * - Share of the synthesized area in the top cell type
     - 14.4%
-- routing by layer --
layer	wire length (um)	part of all wire, %
met5	0	0
met4	19	0.21
met3	701	7.6
met2	4020	44
met1	4470	49
-- logic make-up after synthesis --
logic type,share of synthesized area (%)
AOI/OAI and AO/OA,31.9
and+or+nand+nor,24.6
xor gates and xnor gates,14.2
adders and majority gates,15.1
muxes,10.4
buffers and inverters,3.89
-- report_power, final --
group          total (uW)  switching [uW]  internal (uW)
Combinational         145            63.4           81.5
Sequential              0               0              0
Clock                   0               0              0
Total                 145            63.4           81.5
-- cell type report --
type / instances / area, um2
fill: 405 / 1230
inverter: 11 / 41.3
multi-input combinational: 399 / 2840
tap: 72 / 90.1
timing repair buffer: 142 / 1400
-- critical path: stages --
cell	delay, ns
sky130_fd_sc_hd__clkdlybuf4s50_1	0.55
sky130_fd_sc_hd__and4_1	0.27
sky130_fd_sc_hd__and3_1	0.26
sky130_fd_sc_hd__and2_2	0.23
sky130_fd_sc_hd__and4_1	0.28
sky130_fd_sc_hd__nand2_1	0.09
sky130_fd_sc_hd__xnor2_1	0.20
sky130_fd_sc_hd__ha_1	0.33
sky130_fd_sc_hd__a21oi_1	0.21
sky130_fd_sc_hd__o21ai_0	0.15
sky130_fd_sc_hd__nand3b_1	0.19
sky130_fd_sc_hd__nor4_2	0.22
sky130_fd_sc_hd__nor3_1	0.15
sky130_fd_sc_hd__a2111oi_1	0.35
sky130_fd_sc_hd__a221o_1	0.23
sky130_fd_sc_hd__mux2_4	0.31
sky130_fd_sc_hd__o22ai_2	0.11
sky130_fd_sc_hd__clkdlybuf4s50_1	0.49
-- metrics by stage --
step           cell area (um2)  hold slack [ns]  power [uW]  setup slack [ns]  utilization [%]
5_1_grt                   4380             7.16         159              4.38             78.0
6_report                  4380             7.13         145              4.69             78.0
3_5_place_dp              4380             7.13         143              4.77             78.0
3_3_place_gp              4380             7.13         142              4.82             78.0
4_1_cts                   4380             7.14         144              4.75             78.0
2_1_floorplan             2960             6.29        81.7              6.41                -
-- synthesized netlist by cell type, types with 11 or more instances --
master and count:
sky130_fd_sc_hd__nand2_1 42, sky130_fd_sc_hd__mux2i_1 28, sky130_fd_sc_hd__xor2_1 17, sky130_fd_sc_hd__and3_1 15, sky130_fd_sc_hd__nand3_1 12, sky130_fd_sc_hd__nor3_1 11, sky130_fd_sc_hd__a21o_1 17, sky130_fd_sc_hd__xnor2_1 31
sky130_fd_sc_hd__a21oi_1 54, sky130_fd_sc_hd__a211oi_1 17, sky130_fd_sc_hd__inv_1 11, sky130_fd_sc_hd__ha_1 34, sky130_fd_sc_hd__clkbuf_1 16, sky130_fd_sc_hd__o21ai_0 18, sky130_fd_sc_hd__nor2_1 24
-- worst min-delay path by stage --
stage,start,cells after the start,end,slack (ns)
after CTS,oldPC[1],4,newPC[1],7.14
final,oldPC[1],4,newPC[1],7.13
after global routing,oldPC[1],4,newPC[1],7.16
Power is estimated from default activity; no workload was simulated.
